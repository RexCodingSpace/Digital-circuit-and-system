==> flow/design.v <==
module CNN(
    input                           clk,
    input                           rst_n,
    input                           in_valid,
    input      signed   [15:0]      in_data,
    input                           opt,
    output reg                      out_valid, 
    output reg signed   [15:0]      out_data	
);
parameter IDLE = 3'd0;
parameter READ = 3'd1;
parameter CALC = 3'd2;
parameter MaxP = 3'd3;
parameter OUT  = 3'd4;
integer i, j;
reg [2:0] current_state, next_state;
reg [5:0] in_cnt;
reg [1:0] out_cnt;
reg [2:0] x_cnt, y_cnt;
reg [1:0] kernal_xcnt, kernal_ycnt;
reg [1:0] out_x, out_y;
reg signed [15:0] image_buffer [0:5][0:5];
reg signed [15:0] kernal_buffer [0:2][0:2];
reg [2:0] x, y;
reg signed [15:0]Feature_map [0:3][0:3];
reg signed [15:0]RELU_map [0:3][0:3];
reg signed [15:0]Maxp_map [0:1][0:1];
reg signed [15:0]current_map ;
reg signed [15:0]current_map1 ;
reg [2:0] F_xcnt, F_ycnt;
reg current_opt;
reg [3:0]RELU_cnt;
always @(posedge clk or negedge rst_n) begin
    if (!rst_n) begin
        current_state <= IDLE;
    end else begin
        current_state <= next_state;
    end
end
always @(*) begin
    case (current_state)
        IDLE: begin
            if (in_valid) begin
                next_state=READ;
            end else begin
                next_state = current_state;
            end
        end 
        READ: begin
            if (in_cnt==6'd45) begin
                next_state = CALC;
            end else begin
                next_state = current_state;
            end
        end
        CALC: begin
            if (RELU_cnt==4'd15&&x_cnt==3'd2&&y_cnt==3'd2) begin  
                next_state = MaxP;
            end else begin
                next_state = current_state;
            end
        end
        MaxP: begin
            if (out_x==1&&out_y==1&&x_cnt==1&&y_cnt==1) begin  
                next_state = OUT;
            end else begin
                next_state = current_state;
            end
        end
        OUT: begin
            if (out_x==1&&out_y==1) begin
                next_state = IDLE;
            end else begin
                next_state = current_state;
            end
        end
        default: begin
            next_state = IDLE;
        end
    endcase
end
always @(posedge clk or negedge rst_n) begin
    if (!rst_n) begin
        x_cnt<=0;
        y_cnt<=0;
        in_cnt<=0;
        kernal_xcnt<=0;
        kernal_ycnt<=0;
        F_xcnt<=0;
        F_ycnt<=0;
        x<=0;
        y<=0;
        out_x<=0;
        out_y<=0;
    end else if (next_state==IDLE) begin 
        in_cnt<=0;
        Feature_map[3][3]<=0;
        x_cnt<=0;
        y_cnt<=0;
        kernal_xcnt<=0;
        kernal_ycnt<=0;
        F_xcnt<=0;
        F_ycnt<=0;
        x<=0;
        y<=0;
        out_x<=0;
        out_y<=0;
    end else if (next_state==READ) begin
        in_cnt<=in_cnt+1;
        if(in_cnt==0)begin
            x_cnt<=x_cnt+1;
            current_opt=opt;
        end else if (in_cnt < 6'd36) begin
            if(x_cnt==3'd5)begin
                x_cnt <= 3'd0;
                if(y_cnt==3'd5)begin
                    y_cnt<=3'd0;
                end else begin
                    y_cnt<=y_cnt+1;
                end
            end else begin
                x_cnt<=x_cnt+1;
            end
        end else begin
            if(kernal_xcnt==3'd2)begin
                kernal_xcnt<=3'd0;
                if(kernal_ycnt==3'd2)begin
                    kernal_ycnt<=0;
                end else begin
                    kernal_ycnt<=kernal_ycnt+1;
                end
            end else begin
                kernal_xcnt<=kernal_xcnt+1;
            end
        end
    end else if (current_state==CALC) begin
        if(x_cnt==3'd2)begin
            x_cnt<=0;
            if(y_cnt==3'd2)begin
                y_cnt<=0;
                if(x==3'd3)begin
                    x<=0;
                    if(y==3'd3)begin
                        y<=0;
                    end else begin
                        y<=y+1;
                    end
                end else begin
                    x<=x+1;
                end
            end else begin
                y_cnt<=y_cnt+1;
            end
        end else begin
            x_cnt<=x_cnt+1;
        end
    end else if(current_state==MaxP) begin
        if(x_cnt==3'd1)begin
            x_cnt<=0;
            if(y_cnt==3'd1)begin
                y_cnt<=0;
                if(x==3'd2)begin
                    x<=0;
                    out_x<=0;
                    if(y==3'd2)begin
                        y<=0;
                        out_y<=0;
                    end else begin
                        y<=3'd2;
                        out_y<=1;
                    end
                end else begin
                    x<=3'd2;
                    out_x<=1;
                end
            end else begin
                y_cnt<=y_cnt+1;
            end
        end else begin
            x_cnt<=x_cnt+1;
        end
    end else if(current_state==OUT) begin
        if(out_x==3'd1)begin
            out_x<=0;
            if(out_y==3'd1)begin
                out_y<=0;
                end else begin
                out_y<=out_y+1;
                end
        end else begin
            out_x<=out_x+1;
        end
    end else begin
        out_cnt<=out_cnt;
    end
end
always@(posedge clk or negedge rst_n)begin
    if(!rst_n)begin
        current_map<=0;
        RELU_cnt<=0;
        for (i = 0; i <= 3; i = i + 1) begin
            for (j = 0; j <= 3; j = j + 1) begin
                RELU_map[i][j] <= 8'd0;
            end
        end
    end else if (current_state==IDLE)begin
        RELU_cnt<=0;
    end else if(current_state==CALC)begin
        if(x_cnt==3'd2&&y_cnt==3'd2)begin
            current_map<=0;
            Feature_map[x][y]<=current_map+image_buffer[x+x_cnt][y+y_cnt]*kernal_buffer[x_cnt][y_cnt];
            if(current_map+image_buffer[x+x_cnt][y+y_cnt]*kernal_buffer[x_cnt][y_cnt]<0)begin
                if(current_opt==0)begin
                    RELU_map[x][y]<=0;
                    RELU_cnt<=RELU_cnt+1;
                end else begin
                    RELU_map[x][y]<=current_map+image_buffer[x+x_cnt][y+y_cnt]*kernal_buffer[x_cnt][y_cnt];
                    RELU_cnt<=RELU_cnt+1; 
                end
            end else begin
                RELU_map[x][y]<=current_map+image_buffer[x+x_cnt][y+y_cnt]*kernal_buffer[x_cnt][y_cnt]; 
                RELU_cnt<=RELU_cnt+1;
            end
        end else begin
            current_map<=current_map+image_buffer[x+x_cnt][y+y_cnt]*kernal_buffer[x_cnt][y_cnt];
        end
    end else begin
        current_map<=0;
    end
end
always@(posedge clk or negedge rst_n)begin
    if(!rst_n)begin
        for (i = 0; i <= 1; i = i + 1) begin
            for (j = 0; j <= 1; j = j + 1) begin
                Maxp_map[i][j] <= 8'd0;
            end
        end
    end else if (next_state==MaxP||current_state==MaxP) begin
        if(x_cnt==3'd1&&y_cnt==3'd1)begin
            current_map1<=0;
            if(current_map1<RELU_map[x+x_cnt][y+y_cnt])begin
                Maxp_map[out_x][out_y]<=RELU_map[x+x_cnt][y+y_cnt];
            end else begin
                Maxp_map[out_x][out_y]<=current_map1;
            end
        end else if(x_cnt==0&&y_cnt==0) begin
            current_map1<=RELU_map[x+x_cnt][y+y_cnt];
        end else begin
            if(current_map1<RELU_map[x+x_cnt][y+y_cnt])begin
                current_map1<=RELU_map[x+x_cnt][y+y_cnt];
            end else begin
                current_map1<=current_map1;
            end
        end
    end else begin
        current_map1<=current_map1;
    end
end
always @(posedge clk or negedge rst_n) begin
    if (!rst_n) begin
        for (i = 0; i <= 5; i = i + 1) begin
            for (j = 0; j <= 5; j = j + 1) begin
                image_buffer[i][j] <= 8'd0;
            end
        end
        for (i = 0; i <= 3; i = i + 1) begin
            for (j = 0; j <= 3; j = j + 1) begin
                Feature_map[i][j] <= 8'd0;
            end
        end
    end else if (next_state == READ) begin
        if(in_cnt>=6'd36)begin
            kernal_buffer[kernal_xcnt][kernal_ycnt] <= in_data;
        end else begin
            image_buffer[x_cnt][y_cnt] <= in_data;
        end
    end else begin
        image_buffer[x_cnt][y_cnt] <= image_buffer[x_cnt][y_cnt];
    end
end
always @(posedge clk or negedge rst_n) begin
    if (!rst_n) begin
        out_data <= 16'd0;
        out_valid<= 1'd0;
    end else if (current_state == OUT) begin
        out_data <= Maxp_map[out_x][out_y];
        out_valid<= 1'd1;
    end else begin
        out_valid<=0;
        out_data<=0;
    end
end
endmodule
==> flow/run.sh <==
#!/bin/bash
# OpenROAD 26Q1-2900-gdf79404cd8, Yosys 0.63+post, stock flow scripts
make -C /OpenROAD-flow-scripts/flow DESIGN_CONFIG=/design/flow/config.mk WORK_HOME=/design/flow/orfs finish
==> flow/config.mk <==
export PLATFORM = sky130hd
export DESIGN_NAME = CNN
export DESIGN_NICKNAME = CNN
export VERILOG_FILES = /design/flow/design.v
export SDC_FILE = /design/flow/constraint.sdc
export NUM_CORES = 4
export LEC_CHECK = 1
export CORE_UTILIZATION = 40
==> flow/constraint.sdc <==
current_design CNN

set clk_period 19.8
set clk_io_pct 0.2

create_clock -name clk0 -period $clk_period [get_ports {clk}]

set non_clock_inputs [all_inputs -no_clocks]
set_input_delay [expr $clk_period * $clk_io_pct] -clock clk0 $non_clock_inputs
set_output_delay [expr $clk_period * $clk_io_pct] -clock clk0 [all_outputs]
==> results.yml <==
# flow metrics
global_routing:
  overflow: 0
  track_usage_pct: 42.7
  grt_start_max_net_pins: 60
  grt_pass1_vias: 54770
  antenna_found_initial: 21
  grt_pass1_wl_microns: 458000
timing:
  fin_skew_ns: 0.0499
  tightest_slew_ns: 1.31
  hold_viol_final: 0
  post-route-worst-setup-slack_ns: 5.67
  max-slew-margin-rel_pct: 9.86
  layout_min_cycle_time_ns: 14.13
  rsz0062_at_grt: "false"
  maxSlewViolCount: 0
  finalClockPeriodUsage_pct: 71.4
  clock.fmax_mhz: 70.8
  finalSetupViolCount: 0
  hold_slack_ns: 0.469
  tns_ns: 0
route:
  wl_per_cell_microns: 36.8
  drtIter0Drc: 5697
  wl_met3_microns: 36000
  wl_met2_microns: 142000
  dr_total_vias: 56297
  drt_pre_antenna_iters: 8
  maxUsedRoutingLayer: "met5"
  drc: 0
  ant_nets: 0
  wl_microns: 332000
  vias_per_cell: 6.25
  met1Wirelength_microns: 132000
synth:
  area_leaders: "dfrtp_1 (37%), fa_1 (9.0%), edfxtp_1 (7.4%)"
  ys_cells: 6670
  top_area_cell: "dfrtp_1"
  syn_area_sq_um: 65400
  yosys.area.top_type_share_pct: 36.8
  top_cell: "nand2_1"
  yosysWarnings: 6
  ys_seq_share_pct: 44.3
  ys_async_sr_fraction_pct: 85.7
  netlist_instances: 6670
  ys.flops: 1125
  syn_area_per_cell_sq_um: 9.81
  netlist_top_cells_count: "nand2_1 (1200), dfrtp_1 (963), o21ai_0 (774), inv_1 (337), clkbuf_1 (295)"
  ys_types: 114
  yosys_area_sq_um: 65400
  synthFlopType: "dfrtp_1"
  synth-edff-count: 161
worst_setup_path:
  critPathLaunchType: "flop"
  critPathRequiredTime_ns: 20.48
  path_common_cell: "fa_1"
  setup.worst_path.class: "reg2reg"
  crit_buf_inv: 9
  crit_path_max_fanout: 58
  reg2reg_depth: 37
  critical_path.top_delay_family: "adder cells"
  max_stage_delay_ns: 1.00
  crit_path_end_kind: "flop"
  arrival_ns: 14.81
  path_depth: 37
  cp_slowest_cell: "nor4_1"
cts:
  cts-root-buf: "clkbuf_16"
  postCtsSetupRepairBufs: 0
  hold_buffers: 0
  cts_resized: 0
  htreeDepth: 4
  cts_tree: "done"
  insertion_delay_ns: 0.85
  clk_pin_slew_worst_paths_ns: 0.06
  cts_sinks: 1125
  cts_buffers: 134
  clockBufferDepth: 3
layout:
  postLayoutCoreUtil_pct: 45.8
  fillerInstances: 15263
  drive_gt1_share_pct: 13.1
  area_growth_pct: 13.7
floorplan:
  num_rows: 148
  core-area_sq_um: 163000
  dieWidth_microns: 406
  die.size.y_microns: 406
  chipArea_sq_um: 165000
  io_pins: 37
  fp-utilization_pct: 40.2
job:
  cap_violations: 0
  warnings: 40
placement:
  post-place-ws_ns: 5.95
  dp_hpwl_microns: 234000
  gp_congestion: 1.09
  place.port_buffers: 36
status:
  outcome: "completed"
worst_hold_path:
  min_delay_path_depth: 2
  hp-class: "reg2reg"
## routing by layer
metal | vias to the layer above | GRT usage, %
met5 | - | 0
met4 | 28 | 21.1
met3 | 873 | 16.5
met2 | 3066 | 59.7
met1 | 28465 | 59.9
li1 | 23865 | -
## state kept, by name (all words and copies together) (netlist names), 3 cells and up
name and flops:
x_cnt 3, current_state 5, kernal_buffer 144, y_cnt 3, RELU_map 256, x 3, RELU_cnt 4, current_map1 16
current_map 16, image_buffer 576, in_cnt 6, out_data 16, y 3, Maxp_map 64
## worst reg2reg max path: cells and delay by family, from the launching register on
family | cells | cell delay (ns)
adders and majority gates | 12 | 4.97
AOI/OAI and AO/OA | 10 | 3.38
buffers and inverters | 9 | 2.41
and+or+nand+nor | 4 | 2.02
muxes | 2 | 0.69
DFF | 1 | 0.48
## cell usage in the layout, fill, tap and decap left out, types with 47 or more instances in the layout
cell / n
a22o_1: 108
a22oi_1: 205
and3_1: 47
nor3_1: 65
mux2_2: 76
nand2b_1: 59
a221oi_1: 56
nand3_1: 137
ha_1: 134
buf_4: 383
and2_1: 68
mux2i_1: 96
o21ai_0: 774
nand4_1: 77
a21oi_1: 132
dfrtp_1: 963
nor2_1: 265
nand2_1: 1199
fa_1: 292
o31ai_1: 151
clkbuf_16: 134
edfxtp_1: 161
inv_1: 337
## through the flow
| stage | area [sq um] | cells |
|---|---|---|
| 2_1_floorplan | 65400 | 6670 |
| 3_3_place_gp | 69900 | 8766 |
| 3_5_place_dp | 69900 | 8766 |
| 4_1_cts | 74400 | 9003 |
| 5_1_grt | 74400 | 9003 |
| 6_report | 74400 | 9012 |
## path summary, 6_finish.rpt
check / start / to / slack [ns]
setup / recovery: x_cnt[0]$_DFFE_PN0P_ / RELU_map[9][5]$_DFFE_PN0P_ / 5.67
hold reg to reg: RELU_map[0][10]$_DFFE_PN0P_ / RELU_map[0][10]$_DFFE_PN0P_ / 0.47
min in group asynchronous: rst_n / RELU_map[3][13]$_DFFE_PN0P_ / 3.06
hold / removal: RELU_map[0][10]$_DFFE_PN0P_ / RELU_map[0][10]$_DFFE_PN0P_ / 0.47
max in group asynchronous: rst_n / image_buffer[16][10]$_DFFE_PN0P_ / 13.49
setup reg to reg: x_cnt[0]$_DFFE_PN0P_ / RELU_map[9][5]$_DFFE_PN0P_ / 5.67
## layout make-up
class                   count  area [sq um]  share of cell area [%]
multi-input cells        4710         33700                    45.3
flip-flops and latches   1125         29000                    38.9
clock buffers             192          3810                    5.12
repair buffers            419          3240                    4.35
well taps                2175          2720                    3.66
inverters                 337          1260                    1.70
clock inverters            45           701                   0.941
diodes                      9          22.5                  0.0303
## kinds of logic (layout without fill, tap and decap cells)
| kind of cell | Yosys count | count (layout) | share of synthesized area [%] |
|---|---|---|---|
| AND-OR/OR-AND | 1851 | 1851 | 18.7 |
| multiplexers | 226 | 226 | 4.49 |
| AND/OR/NAND/NOR | 2148 | 2148 | 14.8 |
| other | 0 | 9 | 0 |
| XOR/XNOR | 55 | 55 | 0.920 |
| buffers and inverters | 835 | 993 | 5.26 |
| flip-flops | 1125 | 1125 | 44.3 |
| adder cells (fa/ha/maj) | 430 | 430 | 11.6 |
