--- flow/config.mk ---
export PLATFORM = sky130hd
export DESIGN_NAME = lcd_ctrl
export DESIGN_NICKNAME = lcd_ctrl
export VERILOG_FILES = /design/flow/design.v
export SDC_FILE = /design/flow/constraint.sdc
export NUM_CORES = 4
export LEC_CHECK = 1
export CORE_UTILIZATION = 40
--- flow/constraint.sdc ---
current_design lcd_ctrl

set clk_period 6.3
set clk_io_pct 0.2

create_clock -name clk0 -period $clk_period [get_ports {clk}]

set non_clock_inputs [all_inputs -no_clocks]
set_input_delay [expr $clk_period * $clk_io_pct] -clock clk0 $non_clock_inputs
set_output_delay [expr $clk_period * $clk_io_pct] -clock clk0 [all_outputs]
--- flow/design.v ---
module lcd_ctrl(clk, reset, datain, cmd, cmd_valid, dataout, output_valid, busy);
input           clk;
input           reset;
input   [7:0]   datain;
input   [2:0]   cmd;
input           cmd_valid;
output reg [7:0] dataout;
output reg       output_valid;
output reg       busy;
reg [1:0] cs, ns;
reg [2:0] x_cnt, y_cnt;
reg [7:0] image_buffer [0:4][0:4];
reg [2:0] x,y;
reg [3:0] OUT_cnt;
parameter IDLE = 2'd0;
parameter READ = 2'd1;
parameter EXE  = 2'd2;
parameter OUT  = 2'd3;
always @(posedge clk or posedge reset) begin
    if (reset) begin
        cs <= IDLE;
    end else begin
        cs <= ns;
    end
end
always @(*) begin
    case (cs)
        IDLE: begin
            if (cmd_valid) begin
                if (cmd == 3'd0) begin  
                    ns = READ;
                end else begin
                    ns = OUT;
                end
            end else begin
                ns = cs;
            end
        end 
        READ: begin
            if (x_cnt == 3'd4 && y_cnt == 3'd4) begin  
                ns = OUT;
            end else begin
                ns = cs;
            end
        end
        EXE: begin
            ns = IDLE;
        end
        OUT: begin
            if (x_cnt == 3'd2 && y_cnt == 3'd2) begin  
                ns = IDLE;
            end else begin
                ns = cs;
            end
        end
    endcase
end
always @(posedge clk) begin
    if (cs == READ||cs==OUT||ns==OUT) begin
        busy <= 1'b1;
    end else begin
        busy <= 1'b0;
    end
end
always @(posedge clk or posedge reset) begin
    if (reset) begin
        x_cnt <= 3'd0;
        y_cnt <= 3'd0;
        OUT_cnt<=4'd0;
    end else if (cs == READ) begin
        if (x_cnt == 3'd4) begin
            if (y_cnt == 3'd4) begin
                x_cnt <= 3'd0;
                y_cnt <= 3'd0;
            end else begin
                x_cnt <= 3'd0;
                y_cnt <= y_cnt + 3'd1;
            end
        end else begin
            x_cnt <= x_cnt + 3'd1;
            y_cnt <= y_cnt;
        end
    end else if (cs==OUT) begin   
        if (OUT_cnt==4'd0) begin
            x_cnt <= 0; 
            y_cnt <= 0;
            OUT_cnt<=OUT_cnt+4'd1;
        end else begin
            if(x_cnt==3'd2)begin
                if(y_cnt==3'd2)begin
                    x_cnt <= 3'd0;
                    y_cnt <= 3'd0;
                    OUT_cnt<=4'd0;
                end else begin
                    x_cnt <= 3'd0;
                    y_cnt <= y_cnt + 3'd1;
                    OUT_cnt<=OUT_cnt+4'd1;
                end 
            end else begin
                x_cnt <= x_cnt + 3'd1;
                y_cnt <= y_cnt;
                OUT_cnt<=OUT_cnt+4'd1;
            end
        end
    end else begin
        x_cnt <= 3'd0;
        y_cnt <= 3'd0;
        OUT_cnt<=4'd0;
    end
end
integer i, j;
always @(posedge clk or posedge reset) begin
    if (reset) begin
        for (i = 0; i < 5; i = i + 1) begin
            for (j = 0; j < 5; j = j + 1) begin
                image_buffer[i][j] <= 8'd0;
            end
        end
    end else if (cs == READ) begin
        image_buffer[x_cnt][y_cnt] <= datain;
    end
end
always @(posedge clk) begin
    if(cmd_valid) begin
        case (cmd)
            3'd0: begin  
                x <= 3'd1;
                y <= 3'd1;
            end
            3'd1: begin  
                if (x <= 3'd1) begin
                    x <= x + 3'd1;
                    y <=y;  
                end else begin
                    x<=x;
                    y<=y;
                end
            end
            3'd2: begin  
                if (x >= 3'd1) begin
                    x <= x - 3'd1;
                    y <=y; 
                end else begin
                    x<=x;
                    y<=y;
                end
            end
            3'd3: begin  
                if (y >= 3'd1) begin
                    x<=x;
                    y<= y - 3'd1;
                end else begin
                    x<=x;
                    y<=y;
                end
            end
            3'd4: begin  
                if (y <= 3'd1) begin
                    x<=x;
                    y<= y + 3'd1;
                end else begin
                    x<=x;
                    y<=y;
                end
            end
            default: begin  
                x <= 3'd1;
                y <= 3'd1;
            end
        endcase
    end
end
always @(posedge clk) begin
    if (cs == OUT&&ns==OUT) begin
        output_valid <= 1'd1;
    end else begin
        output_valid <= 1'd0;
    end
end
always @(posedge clk or posedge reset) begin
    if (reset) begin
        dataout <= 8'd0;
    end else if (cs == OUT) begin
        dataout <= image_buffer[x + x_cnt][y + y_cnt];
    end
end
endmodule
--- flow/run.sh ---
#!/bin/bash
# OpenROAD 26Q1-2900-gdf79404cd8, Yosys 0.63+post, stock flow scripts
make -C /OpenROAD-flow-scripts/flow DESIGN_CONFIG=/design/flow/config.mk WORK_HOME=/design/flow/orfs finish
==> flow_summary_export.csv <==
group,metric,value,unit
drt,antenna_cells,0,
logic_synthesis,synth_cell_types,77,
drt,ant_nets,0,
final_timing,worstMarginPinSlew,0.7913,ns
placement,preCtsSetupSlack,1.181,ns
final_timing,setup_ws,1.186,ns
drt,dr_wl_met2,14370,um
final_timing,fin_crit,5.114,ns
finish,design_area,13270,um^2
placement,placed_cell_area,12390,um^2
worst_setup_path,crit_chain,"ha_1 -> fa_1 -> xor2_2 -> ha_1 -> ha_1 -> fa_1 -> fa_2 -> inv_1 -> nor3_1 -> a222oi_1 -> a31oi_1 -> o22ai_1 -> a21oi_1",
logic_synthesis,top_cell_area_share,47.08,%
placement,port_buffers,23,
logic_synthesis,ys.flop_type,"dfrtp_1",
drt,drc,0,
logic_synthesis,top_cells_by_area,"dfrtp_1 (47%), mux2_2 (22%), ha_1 (4.0%)",
worst_setup_path,regToRegStartpoint,"x[0]",
worst_setup_path,endpoint,"dataout[6]",
worst_hold_path,holdPathStages,2,
worst_setup_path,path_class,"flip-flop to flip-flop",
final_timing,fmax,195.5,MHz
final_timing,setup_viol,0,
floorplan,fp_util,40.74,%
logic_synthesis,postSynthSeqShare,49.19,%
clock_tree,cts_resized,0,
clock_tree,hold_buffers,0,
worst_setup_path,crit_path_start,"x[0]",
clock_tree,cts.sinks,229,
worst_setup_path,cpLargestDelayFamily,"adder cells",
drt,vias,7834,
global_routing,overflow,0,
floorplan,die_area,29920,um^2
logic_synthesis,yosysCellCount,935,
drt,finalWirelength,31970,um
clock_tree,cts_max_path_buffers,3,
final_timing,final-hold-violation-count,0,
global_routing,track_usage,23.09,%
worst_setup_path,worst_ep_required_time,6.76,ns
drt,wl_per_cell,23.49,um
global_routing,grt_pass1_vias,8059,
drt,first_pass_iters,5,
worst_setup_path,reg2reg_depth,13,
run_status,status,"finished clean",
global_routing,grt_max_degree,51,
logic_synthesis,ys_area,11690,um^2
drt,drtIter0Drc,532,
drt,vias_per_cell,5.756,
global_routing,grt_pass1_wl,50280,um
logic_synthesis,largest_area_cell,"dfrtp_1",
logic_synthesis,netlist_instances,935,
finish,syn_to_final_growth,13.45,%
worst_setup_path,cp.depth,13,
logic_synthesis,syn_area,11690,um^2
worst_setup_path,critPathSlowestCell,"fa_2",
worst_hold_path,hp-class,"flip-flop to flip-flop",
worst_setup_path,path_max_fanout,13,
worst_setup_path,regToRegSetupSlack,1.19,ns
final_timing,worst_clock_skew,0.01005,ns
drt,routed.top_layer,"met4",
worst_setup_path,cp-end-kind,"flip-flop",
final_timing,tns,0,ns
logic_synthesis,yosys_warnings,2,
clock_tree,clkSlewWorstSetupHoldPaths,0.06,ns
flow_run,cap_viol_max_count,0,
logic_synthesis,synth.avg_cell_area,12.51,um^2
clock_tree,cts_max_level,1,
floorplan,die_x,173.0,um
final_timing,fin_crit_sh,81.17,%
worst_setup_path,r2r-end,"dataout[6]",
worst_setup_path,crit_arrival,5.57,ns
final_timing,max-slew-margin-rel,47.14,%
worst_setup_path,max_stage_delay,0.78,ns
flow_run,tool_warnings,35,
drt,wl_met3,2477,um
worst_setup_path,crit_top_cell,"ha_1",
logic_synthesis,async_flop_share,96.51,%
global_routing,antenna_found_initial,0,
clock_tree,post_cts_buffers,0,
drt,wl_met1,14040,um
clock_tree,cts_buffers,25,
clock_tree,cts-root-buf,"clkbuf_16",
worst_setup_path,crit_buf_inv,1,
final_timing,slew_violations,0,
finish,drive_gt1_share,34.19,%
final_timing,rsz0062_at_grt,"no",
logic_synthesis,edf_count,6,
clock_tree,clkLatencyLatePin,0.54,ns
floorplan,core_area,28700,um^2
placement,hpwlAfterDp,21490,um
placement,gp_congestion,0.9465,
logic_synthesis,synth-seq-cells,229,
floorplan,ios,24,
worst_setup_path,start_kind,"flip-flop",
clock_tree,cts_tree,"done",
floorplan,num_rows,62,
floorplan,die_h,173.0,um
-- registers in the layout, indices dropped and copies added (netlist names) --
register	flops
dataout	8
OUT_cnt	4
output_valid	1
image_buffer	200
x_cnt	3
y	3
busy	1
y_cnt	3
cs	3
x	3
-- worst min path at each step --
stage                         startpoint            endpoint  slack [ns]
final                              cs[0]               cs[0]        0.48
after global routing  image_buffer[9][5]  image_buffer[9][5]        0.51
after CTS                          cs[0]               cs[0]        0.49
-- synth_stat cells (7+ instances only) --
cell type / instances
and3_1: 13
a22o_1: 10
nand2_1: 34
nor2_2: 7
nor2b_1: 9
a221oi_1: 7
a32oi_1: 9
ha_1: 37
a31oi_1: 10
xor2_1: 7
a21oi_1: 27
inv_1: 17
o22ai_1: 8
nor2_4: 8
dfrtp_1: 220
nand3_1: 21
nor2_1: 30
buf_2: 15
clkbuf_1: 33
o21ai_0: 28
mux2i_1: 15
mux2_2: 225
a22oi_1: 23
a211oi_1: 7
-- cells by family after synthesis --
group                    count (synthesis)  synth area share [%]
AND-OR/OR-AND                          171                 10.37
XOR/XNOR                                16                 1.573
adder cells (fa/ha/maj)                 42                 4.815
buffers and inverters                   72                 2.664
flip-flops                             229                 49.19
multiplexers                           245                 23.65
AND/OR/NAND/NOR                        160                 7.737
-- cells in the final DEF (no fill, tap or decap), types with 6 or more instances in the layout --
cell type | netlist | layout
ha_1 | 37 | 35
nor2b_1 | 9 | 9
clkdlybuf4s50_1 | 0 | 23
a22oi_1 | 23 | 23
nor2_4 | 8 | 8
a221oi_1 | 7 | 7
nor2_1 | 30 | 30
a31oi_1 | 10 | 10
and3_1 | 13 | 13
edfxtp_1 | 6 | 6
mux2_2 | 225 | 225
a32oi_1 | 9 | 9
nand2_1 | 34 | 34
a22o_1 | 10 | 10
clkbuf_8 | 0 | 10
nand3_1 | 21 | 21
clkbuf_16 | 0 | 25
a211oi_1 | 7 | 7
o22ai_1 | 8 | 8
dfrtp_1 | 220 | 220
mux2i_1 | 15 | 15
a21oi_1 | 27 | 27
o21ai_0 | 28 | 28
nor2_2 | 7 | 7
inv_1 | 17 | 16
xor2_1 | 7 | 7
buf_4 | 2 | 26
-- tightest hold or removal path, cell delays in order, from the launching register on --
cell and delay (ns):
dfstp_2 0.37, inv_1 0.04, o22ai_1 0.06
-- per-stage QoR --
step | instances | hold WS, ns | util, %
after floorplan | 935 | 0.4542 | -
after global placement | 1316 | 0.4752 | 43.16
after detailed placement | 1316 | 0.4768 | 43.16
after CTS | 1361 | 0.4863 | 46.22
after global routing | 1361 | 0.5067 | 46.22
final | 1361 | 0.4845 | 46.22
-- per-layer routing --
layer | vias up | track usage (%)
li1 | 3524 | -
met1 | 3990 | 34.37
met2 | 257 | 34.06
met3 | 63 | 6.976
met4 | 0 | 6.416
met5 | - | 0
-- area by class of cell --
cell class,instances,area [um^2]
Multi-Input combinational cell,634,5652
Fill cell,2560,15440
Inverter,20,78.83
Sequential cell,229,5752
Tap cell,384,480.5
Timing Repair Buffer,49,425.4
Clock buffer,39,778.2
Clock inverter,6,98.84
