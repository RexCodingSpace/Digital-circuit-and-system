==> flow/config.mk <==
export PLATFORM = sky130hd
export DESIGN_NAME = CPU
export DESIGN_NICKNAME = CPU
export VERILOG_FILES = /design/flow/design.v
export SDC_FILE = /design/flow/constraint.sdc
export NUM_CORES = 4
export LEC_CHECK = 1
export CORE_UTILIZATION = 30
==> flow/constraint.sdc <==
current_design CPU

set clk_period 16.6
set clk_io_pct 0.2

create_clock -name clk0 -period $clk_period [get_ports {clk}]

set non_clock_inputs [all_inputs -no_clocks]
set_input_delay [expr $clk_period * $clk_io_pct] -clock clk0 $non_clock_inputs
set_output_delay [expr $clk_period * $clk_io_pct] -clock clk0 [all_outputs]
==> flow/design.v <==
module CPU(
    clk,
    rst_n,
    data_read,
    instruction,
    data_wen,
    data_addr,
    inst_addr,
    data_write
);
    input clk;
    input rst_n;
    input [31:0] instruction;
    input [31:0] data_read;
    output reg data_wen;
    output reg [31:0] data_addr;
    output reg [31:0] inst_addr;
    output reg [31:0] data_write;
    reg [31:0] pc;
    reg signed [31:0] reg_file [0:31];
    reg [25:0]ID_EX_address;
    reg [31:0] cnt;
    reg [31:0] IF_ID_instr;
    reg [31:0] ID_EX_instr;
    reg [31:0] EX_MEM_instr;
    reg [31:0] IF_ID_pc;
    reg [31:0] ID_EX_pc;
    reg [31:0] ID_EX_reg_data1;
    reg [31:0] ID_EX_reg_data2;
    reg [31:0] ID_EX_sign_ext_imm;
    reg [5:0] ID_EX_opcode; 
    reg [4:0] ID_EX_rs;
    reg [4:0] ID_EX_rt;
    reg [4:0] ID_EX_rd;
    reg [5:0] ID_EX_funct;
    reg [31:0] EX_MEM_alu_result;
    reg [31:0] EX_MEM_pc;
    reg [31:0] EX_MEM_reg_data2;
    reg [31:0] EX_MEM_sign_ext_imm;
    reg [5:0] EX_MEM_opcode;
    reg [4:0] EX_MEM_rd;
    reg [4:0] EX_MEM_rt;
    reg EX_MEM_zero;
    reg [5:0] MEM_WB_opcode;
    reg [31:0] MEM_WB_mem_data;
    reg [31:0] MEM_WB_alu_result;
    reg [4:0] MEM_WB_rd;
    reg [4:0] MEM_WB_rt;
    reg [31:0]EX_MEM_alu_result1;
    integer i;
    always @(posedge clk or negedge rst_n) begin
        if(!rst_n)
            pc<=0;
        else begin
            if(instruction[31:26]==6'b000010)
                pc <= {2'b00, pc[31:28],instruction[25:0]};
            else begin
                if(cnt>='d1)begin 
                    case (ID_EX_opcode)
                        6'b000100: pc <= (EX_MEM_zero ? pc + 1 + ID_EX_sign_ext_imm-2  : pc + 1);  
                        default:pc <= pc + 1;
                    endcase
                end else begin
                    pc<=pc;
                end
            end
        end
    end
    always @(posedge clk or negedge rst_n) begin
        if(!rst_n)
            cnt<=0;
        else begin 
            cnt<=cnt+1;
        end
    end
    always @(*) begin
        inst_addr = pc;
    end
    always @(posedge clk or negedge rst_n) begin
        if (!rst_n) begin
            IF_ID_pc <= 0;
            IF_ID_instr<=0;
        end else begin
            IF_ID_instr <= instruction;
            IF_ID_pc <= pc;
        end
    end
    always @(posedge clk or negedge rst_n) begin
        if (!rst_n) begin
            ID_EX_pc <= 0;
            ID_EX_reg_data1 <= 0;
            ID_EX_reg_data2 <= 0;
            ID_EX_sign_ext_imm <= 0;
            ID_EX_rs <= 0;
            ID_EX_rt <= 0;
            ID_EX_rd <= 0;
            ID_EX_funct <= 0;
            ID_EX_opcode<=0;
            ID_EX_address<=0;
            ID_EX_instr<=0;
        end else begin
            ID_EX_pc <= IF_ID_pc;
            ID_EX_opcode<=IF_ID_instr[31:26];
            ID_EX_reg_data1 <= reg_file[IF_ID_instr[25:21]];
            ID_EX_reg_data2 <= reg_file[IF_ID_instr[20:16]]; 
            ID_EX_sign_ext_imm <= {{16{IF_ID_instr[15]}}, IF_ID_instr[15:0]};
            ID_EX_rs <= IF_ID_instr[25:21];
            ID_EX_rt <= IF_ID_instr[20:16];
            ID_EX_rd <= IF_ID_instr[15:11];
            ID_EX_funct <= IF_ID_instr[5:0];
            ID_EX_address<=IF_ID_instr[25:0];
            ID_EX_instr<=IF_ID_instr;
        end
    end
    always@(posedge clk or negedge rst_n)begin
        if (!rst_n) begin
            EX_MEM_rd<=0;
            EX_MEM_rt<=0;
            EX_MEM_opcode<=0;
            EX_MEM_sign_ext_imm<=0;
            EX_MEM_instr<=0;
        end else begin
            EX_MEM_rd<=ID_EX_rd;
            EX_MEM_rt<=ID_EX_rt;
            EX_MEM_opcode<=ID_EX_opcode;
            EX_MEM_sign_ext_imm<=ID_EX_sign_ext_imm;
            EX_MEM_instr<=ID_EX_instr;
        end
    end
    always@(*)begin
        EX_MEM_zero = ((reg_file[ID_EX_rs] - reg_file[ID_EX_rt]) == 0);
    end
    always@(posedge clk or negedge rst_n)begin
        if(!rst_n)begin
            EX_MEM_alu_result<=0;
        end else begin
            case(ID_EX_opcode)
                6'b000000: begin  
                    case (ID_EX_funct)
                        6'b100000: EX_MEM_alu_result <= reg_file[ID_EX_rs] + reg_file[ID_EX_rt];  
                        6'b101010: EX_MEM_alu_result <= (reg_file[ID_EX_rs] < reg_file[ID_EX_rt]) ? 1 : 0;  
                        default: EX_MEM_alu_result <= EX_MEM_alu_result;
                    endcase
                end
                6'b001000: EX_MEM_alu_result <= reg_file[ID_EX_rs] + ID_EX_sign_ext_imm;  
                6'b100011: EX_MEM_alu_result <= reg_file[ID_EX_rs] + ID_EX_sign_ext_imm;  
                6'b101011: EX_MEM_alu_result <= reg_file[ID_EX_rs] + ID_EX_sign_ext_imm;  
                6'b000100: EX_MEM_alu_result <= reg_file[ID_EX_rs] - reg_file[ID_EX_rt];  
                6'b000010: EX_MEM_alu_result <= {2'b00, pc[31:28], ID_EX_address};  
                default: EX_MEM_alu_result <= EX_MEM_alu_result;
            endcase
        end
    end
    always@(*)begin
        data_addr = EX_MEM_alu_result;  
        case (EX_MEM_opcode)
            6'b101011: data_wen = 1;  
            default: data_wen = 0;
        endcase
    end
    always @(posedge clk or negedge rst_n)begin
        if(!rst_n)begin
            data_write <= 0;
        end else begin
            data_write <= ID_EX_reg_data2;  
        end
    end
    always @(posedge clk or negedge rst_n) begin
        if (!rst_n) begin
            for (i = 0; i < 32; i = i + 1) begin
                reg_file[i] <= 0;
            end
        end else begin
            if(EX_MEM_instr!='d0)begin
                case (EX_MEM_opcode)
                    6'b000000: reg_file[EX_MEM_rd] <= EX_MEM_alu_result;  
                    6'b001000: reg_file[EX_MEM_rt] <= EX_MEM_alu_result;  
                    6'b100011: reg_file[EX_MEM_rt] <= data_read;  
                    default:begin
                        for (i = 0; i < 32; i = i + 1) begin
                            reg_file[i] <= reg_file[i] ;
                        end
                    end
                endcase
            end else begin
                for (i = 0; i < 32; i = i + 1) begin
                    reg_file[i] <= reg_file[i] ;
                end
            end
        end
    end
endmodule
==> flow/run.sh <==
#!/bin/bash
# OpenROAD 26Q1-2900-gdf79404cd8, Yosys 0.63+post, stock flow scripts
make -C /OpenROAD-flow-scripts/flow DESIGN_CONFIG=/design/flow/config.mk WORK_HOME=/design/flow/orfs finish
==> flow_summary.yaml <==
# flow metrics
clock_tree:
  clock_latency_ns: 0.87
  cts_buffers: 155
  cts_hold_buf: 0
  post_cts_buffers: 0
  cts_tree: "done"
  h-tree-depth: 4
  cts_resized: 0
  numClockSinks: 1280
  root_buffer: "clkbuf_16"
  clk_pin_slew_ns: 0.06
  cts_max_path_buffers: 3
final_timing:
  relSlewSlack: 0.142
  setup_viol: 0
  final-max-slew-violation-count: 0
  finalHoldViolCount: 0
  rsz0062_at_grt: "no"
  fin_crit_sh: 0.512
  final.min_clock_period_ns: 8.49
  finalSetupTns_ns: 0
  fmax_mhz: 118
  worstMarginPinSlew_ns: 1.28
  skew_ns: 0.0574
power_and_ir_drop:
  comb_power_share: 0.280
  ir_drop_uv: 146
  switchingPower_uw: 4270
  p_per_area_nw_per_um2: 132
  swShare: 0.388
  p_seq_frac: 0.391
  internal-power_uw: 6730
  clockPowerShare: 0.330
  p_leak_uw: 0.0308
critical_path:
  reg2reg_from: "ID_EX_rt[0]"
  required_ns: 17.37
  cp_max_fo: 43
  r2r_cells: 22
  r2r_end: "pc[24]"
  ff2ff_setup_slack_ns: 8.11
  arrival_ns: 9.26
  critPathLaunchType: "flop"
  endpoint_kind: "flop"
  crit_type: "reg -> reg"
grt:
  grt_pass1_vias: 73400
  overflow: 0
  grt_pass1_wl_um: 627000
  antenna_found_initial: 38
  grt_use_total: 0.397
  grt_start_max_net_pins: 90
logic_synthesis:
  netlist_area_um2: 70700
  xor_share: 0.0177
  area_leaders: "dfrtp_1 (45%), a21oi_1 (8.0%), a22oi_1 (6.5%), nor2_1 (6.1%), a22o_1 (5.1%)"
  yosys_cells: 7832
  netlist_logic_family_top: "AND-OR/OR-AND gates"
  synthCells: 7832
  synthAdderAreaFrac: 0.0293
  synthFlopType: "dfrtp_1"
  yosysWarningCount: 2
  muxShareOfSynthArea: 0.00915
  ys_chip_area_um2: 70700
  async_flop_share: 1.00
  yosys.area.top_type_share: 0.453
  ys_ff: 1280
  aoi_share: 0.310
  avgSynthCellArea_um2: 9.03
  synth-simple-area-share: 0.136
  synth.distinct_cells: 84
  ys_seq_frac: 0.453
  enable_flop_cells: 0
  synth_area_leader_cell: "dfrtp_1"
placed_design:
  gp_congestion: 1.13
  port_buffers: 162
  place_inst: 10800
  hpwl_um: 291000
die:
  core_area_um2: 233000
  rows: 177
  dieHeight_um: 488
  die_w_um: 488
  die_area_um2: 238000
  fp_util: 0.303
  pin_count: 163
outcome:
  outcome: "finished, violations left"
  failed_checks: "antenna rules"
run:
  max-cap-violations: 0
  openroad.warnings: 60
cells_and_area:
  area_growth_pct: 17.6
  drive_gt1_frac: 0.100
  nFillCells: 23100
  layout_top_cell: "dfrtp_1"
  layout_top_cells: "dfrtp_1 (1,280), a21oi_1 (1,127), nor2_1 (1,054)"
  layout.cells.non_filler: 11100
routing:
  wire_per_inst_um: 41.7
  vias: 77300
  route.detailed.drc: 0
  ant_nets: 1
  wl_um: 463000
  drtPass1Iterations: 14
  routed_via_density: 6.95
  first_iter_violations: 12300
worst_hold_path:
  min_from: "ID_EX_reg_data2[13]"
  hold_path_class: "reg -> reg"
  hold_end: "data_write[13]"
  worstHoldPathCells: 0
[per-layer routing]
layer / vias to the layer above / share of wire / global-route usage / wire length (um)
met4: 57 / 0.096 / 0.266 / 44400
met2: 7630 / 0.38 / 0.512 / 176000
met3: 2835 / 0.17 / 0.265 / 79800
met5: - / 0.0050 / 0.0768 / 2300
li1: 29600 / - / - / -
met1: 37200 / 0.35 / 0.466 / 160000
[worst max path at each step]
stage | endpoint | start | slack, ns
CTS | pc[24] | ID_EX_instr[20] | 8.53
global route | pc[2] | ID_EX_instr[20] | 8.03
finish | pc[24] | ID_EX_rt[0] | 8.11
[sequential cells by signal (all words and copies together), names as in the netlist, 5 cells and up]
signal	count
EX_MEM_alu_result	32
ID_EX_opcode	5
data_write	32
pc	32
EX_MEM_instr	19
ID_EX_funct	5
ID_EX_sign_ext_imm	6
reg_file	1024
EX_MEM_opcode	5
IF_ID_instr	32
cnt	32
ID_EX_reg_data2	32
[metrics by stage]
stage / setup slack (ns) / utilization / hold WS (ns) / total power [uW] / cell area [um^2]
finish: 8.11 / 0.356 / 0.329 / 11000 / 83200
global route: 8.03 / 0.356 / 0.347 / 11300 / 83000
CTS: 8.53 / 0.356 / 0.335 / 10800 / 83000
detailed placement: 8.57 / 0.333 / 0.335 / 7210 / 77600
global placement: 8.45 / 0.333 / 0.332 / 7230 / 77600
floorplan: 10.80 / - / 0.331 / 5710 / 70700
[worst max-delay path: stages, from the launching register on]
cell      delay, ns
dfrtp_1        0.61
or3b_2         0.62
nor2_4         0.50
buf_4          0.39
buf_4          0.61
a22o_1         0.25
a221oi_1       0.05
nand3_1        0.12
or4_1          0.12
o21a_1         0.62
ha_1           0.51
or4_4          0.22
nor4b_2        0.05
o41ai_1        0.80
o21ai_0        0.32
xnor2_1        0.47
and4_1         0.37
nand4b_1       0.17
nor4_4         0.29
buf_4          0.53
mux2_2         0.42
a21oi_1        0.17
a21o_1         0.10
[logic make-up (layout without fill, tap and decap cells)]
| family | count (synthesis) | in the layout |
|---|---|---|
| other | 0 | 66 |
| buffers and inverters | 841 | 926 |
| multiplexers | 64 | 64 |
| AND-OR/OR-AND | 3195 | 3195 |
| AND/OR/NAND/NOR | 2146 | 2146 |
| flip-flops | 1280 | 1280 |
| XOR/XNOR | 143 | 143 |
| adder cells (fa/ha/maj) | 163 | 163 |
[power by group through the flow]
stage	Combinational [uW]	Sequential, uW	Clock, uW
CTS	2960	4230	3650
finish	3080	4300	3630
global route	3280	4300	3760
[synthesized netlist by cell type, types with 14 or more instances]
| master | n |
|---|---|
| a21oi_1 | 1127 |
| nand2b_1 | 30 |
| nor2_1 | 1154 |
| o21ai_0 | 236 |
| nand2_1 | 311 |
| o22ai_1 | 28 |
| inv_1 | 153 |
| a221o_1 | 26 |
| dfrtp_1 | 1280 |
| o21a_1 | 44 |
| nand3b_1 | 17 |
| nor2b_1 | 24 |
| ha_1 | 159 |
| mux2i_1 | 59 |
| o31ai_1 | 14 |
| nand4_1 | 183 |
| a221oi_1 | 411 |
| a22o_1 | 412 |
| nor4_1 | 37 |
| a211oi_1 | 20 |
| nand3_1 | 204 |
| or4_1 | 29 |
| clkbuf_1 | 635 |
| o21bai_1 | 20 |
| a21o_1 | 50 |
| or3_1 | 19 |
| xor2_1 | 57 |
| and3_1 | 23 |
| o32a_1 | 64 |
| a22oi_1 | 617 |
| buf_1 | 40 |
| nor3_1 | 50 |
| a31oi_1 | 16 |
| xnor2_1 | 86 |
[layout make-up]
class / count / area, um^2 / area share
Multi-Input combinational cell: 5711 / 37000 / 0.444
Sequential cell: 1280 / 32000 / 0.385
Clock buffer: 205 / 4370 / 0.0525
Timing Repair Buffer: 487 / 4140 / 0.0498
Tap cell: 3132 / 3920 / 0.0471
Clock inverter: 79 / 995 / 0.0120
Inverter: 155 / 582 / 0.00700
Antenna cell: 66 / 165 / 0.00199
Power is estimated from default activity; no workload was simulated.
